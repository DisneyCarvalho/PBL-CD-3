$ cat flow/run.sh
#!/bin/bash
# OpenROAD 26Q1-2900-gdf79404cd8, Yosys 0.63+post, stock flow scripts
make -C /OpenROAD-flow-scripts/flow DESIGN_CONFIG=/design/flow/config.mk WORK_HOME=/design/flow/orfs finish
$ cat flow/config.mk
export PLATFORM = sky130hd
export DESIGN_NAME = divisor
export DESIGN_NICKNAME = divisor
export VERILOG_FILES = /design/flow/design.v
export SDC_FILE = /design/flow/constraint.sdc
export NUM_CORES = 4
export LEC_CHECK = 1
export CORE_AREA = 10 10 79 79
export DIE_AREA = 0 0 89 89
$ cat flow/constraint.sdc
current_design divisor

set clk_period 5.4
set clk_io_pct 0.2

create_clock -name clk0 -period $clk_period [get_ports {clock}]

set non_clock_inputs [all_inputs -no_clocks]
set_input_delay [expr $clk_period * $clk_io_pct] -clock clk0 $non_clock_inputs
set_output_delay [expr $clk_period * $clk_io_pct] -clock clk0 [all_outputs]
$ cat flow/design.v
module divisor(clock,contar);  
	input clock;  
	output reg [22:0] contar;
	initial begin    
	contar = 1'b0;  
	end
	always @ (posedge clock) begin    
	contar <= contar + 1'b1;  
	end   
endmodule 
==> results.sh <==
# source this file to load flow results
export IMPL_routed_via_density=4.01
export IMPL_io_pins=24
export IMPL_cts_htree_levels=1
export IMPL_antenna_violating_nets_left=0
export IMPL_setup_worst_path_end_class="output port"
export IMPL_tcrit_tclk_final_pct=43.4
export IMPL_synth_avg_cell_area_um2=11.2
export IMPL_chipHeight_um=89
export IMPL_report_final_setup_viol=0
export IMPL_cts_buffer_depth=2
export IMPL_critical_path_top_delay_family="buffers and inverters"
export IMPL_synthTopLogicFamily="simple AND/OR/NAND/NOR gates"
export IMPL_worstMarginPinSlew_ns=0.444
export IMPL_top_registers="contar (23)"
export IMPL_max_rail_drop_vdd_mv=0.130
export IMPL_netlist_area_before_placement_um2=865
export IMPL_yosys_warnings=1
export IMPL_clk_pin_slew_worst_paths_ns=0.09
export IMPL_dr_pass1_iters=4
export IMPL_std_cell_rows=25
export IMPL_worstSetupPathType="reg -> out"
export IMPL_vias=634
export IMPL_number_of_antenna_violations_at_the_first_check_in_global_routing=0
export IMPL_required_ns=4.32
export IMPL_postCtsSetupRepairBufs=0
export IMPL_postCtsResizedCells=0
export IMPL_clk_latency_ns=0.26
export IMPL_cts_sinks=23
export IMPL_design_die_area_um2=7920
export IMPL_grt_pass1_vias=629
export IMPL_registers_top_by_ff_count="contar"
export IMPL_first_pass_grt_wire_length_mm=2.97
export IMPL_yosys_mux_area_fraction_pct=0
export IMPL_dp_cells=154
export IMPL_fin_cells=158
export IMPL_port_buffers=23
export IMPL_synth_simple_gate_area_share_pct=23.6
export IMPL_regToRegSetupSlack_ns=3.78
export IMPL_grt_overflow_total=0
export IMPL_grt_max_degree=15
export IMPL_drive_gt1_share_pct=7.69
export IMPL_min_path_type="reg -> reg"
export IMPL_synth_yosys_seq_area_share_pct=53.3
export IMPL_slowest_delay_ns=0.52
export IMPL_area_figure_in_the_yosys_stat_output_um2=865
export IMPL_dp_final_hpwl_mm=1.44
export IMPL_data_arrival_critical_path_ns=1.26
export IMPL_final_min_clock_period_ns=2.34
export IMPL_timing_clock_skew_ns=0.0119
export IMPL_core_region_area_um2=4660
export IMPL_adder_share_pct=1.45
export IMPL_cellLeakagePower_nw=0.393
export IMPL_run_status="finished, final reports clean"
export IMPL_yosysCellCount=77
export IMPL_power_density_nw_per_um2=228
export IMPL_wire_per_inst_um=11.9
export IMPL_area_growth_pct=40.1
export IMPL_fp_dieW_um=89
export IMPL_final_hold_viol_count=0
export IMPL_cap_violations=0
export IMPL_finalWeightedCongestion=0.765
export IMPL_largest_reg_flops=23
export IMPL_detailedRoute_firstIterationViolations=19
export IMPL_yosys_area_share_aoi_pct=0
export IMPL_remaining_drc_errors=0
export IMPL_postLayoutCellArea_um2=1210
export IMPL_grt_setup_unrepaired="no"
export IMPL_worst_path_buf_inv=1
export IMPL_diodes=0
export IMPL_cp_slowest_cell="clkdlybuf4s50_1"
export IMPL_drv_slew=0
export IMPL_tritoncts_num_buffers=3
export IMPL_cp_start_kind="register"
export IMPL_fmaxAchievable_mhz=427
export IMPL_numSynthFlops=23
export IMPL_fp_util_pct=18.6
export IMPL_tritoncts_clock_tree="yes"
export IMPL_setup_tns_ns=0
export IMPL_post_synth_inst_count=77
export IMPL_critical_path_cell_chain="clkdlybuf4s50_1"
export IMPL_dpl_instance_area_um2=1160
export IMPL_root_buffer="clkbuf_8"
export IMPL_post_synth_num_cell_types=15
export IMPL_ctsHoldBuffers=0
export IMPL_grt_use_total_pct=4.74
export IMPL_fillers=472
export IMPL_xor_area_share_pct=21.3
export IMPL_tool_warnings=25
export IMPL_wirelength_mm=1.88
export IMPL_crit_path_max_fanout=7
export IMPL_relSlewSlack_pct=70.2
layer usage:
| layer | vias to the layer above | track usage (%) | share of wire [%] |
|---|---|---|---|
| met4 | 0 | 0 | 0 |
| met1 | 292 | 5.79 | 45 |
| met5 | - | 0 | 0 |
| met3 | 0 | 3.31 | 13 |
| li1 | 321 | - | - |
| met2 | 21 | 7.18 | 41 |
synthesized netlist by cell type:
| library cell | number | area, um^2 |
|---|---|---|
| xor2_1 | 4 | 35.0 |
| nand4_1 | 3 | 18.8 |
| and4_1 | 3 | 26.3 |
| ha_1 | 1 | 12.5 |
| nor4_4 | 1 | 21.3 |
| and3_1 | 2 | 12.5 |
| and4bb_4 | 1 | 16.3 |
| dfxtp_1 | 23 | 460 |
| nand3_1 | 12 | 60.1 |
| inv_1 | 1 | 3.75 |
| nand4_2 | 1 | 12.5 |
| xnor2_1 | 17 | 149 |
| and4_2 | 1 | 10.0 |
| nor2_1 | 2 | 7.51 |
| nand2_1 | 5 | 18.8 |
report_power, final:
| part | switching, mW | internal [mW] |
|---|---|---|
| sequential | 0 | 0.169 |
| combinational | 0 | 0 |
| clock | 0.0546 | 0.0521 |
worst paths after layout:
path | cells past startpoint | endpoint | start
hold / removal | 1 | contar[0] | contar[0]
setup reg to reg | 5 | contar[20] | contar[0]
hold reg to reg | 1 | contar[0] | contar[0]
setup / recovery | 1 | contar[5] | contar[5]
area by class of cell:
type	instances	area [um^2]	share of cell area, %
inverter	1	3.75	0.310
sequential	23	460	38.0
clock inverter	1	7.51	0.620
timing repair buffer	23	230	19.0
clock buffer	3	41.3	3.41
tap	54	67.6	5.58
multi-input combinational	53	400	33.1
placed cells by master (no fill, tap or decap):
cell,instances
and3_1,2
nand4_1,3
xor2_1,4
clkinvlp_4,1
ha_1,1
dfxtp_1,23
and4bb_4,1
nand3_1,12
nand4_2,1
clkdlybuf4s50_1,23
and4_2,1
and4_1,3
inv_1,1
clkbuf_8,3
xnor2_1,17
nor4_4,1
nor2_1,2
nand2_1,5
kinds of logic (layout without fill, tap and decap cells):
family / count (synthesis) / in the layout
xor+xnor: 21 / 21
fa+ha+maj: 1 / 1
buf+inv: 1 / 28
flops: 23 / 23
simple gates: 31 / 31
per-stage QoR:
stage | total power [mW] | utilization [%] | hold WS (ns) | worst slack, ns
after floorplan | 0.173 | - | 0.383 | 3.94
after detailed placement | 0.173 | 24.9 | 0.417 | 3.36
after CTS | 0.278 | 26.0 | 0.439 | 3.06
final | 0.276 | 26.0 | 0.436 | 3.06
after global placement | 0.173 | 24.9 | 0.412 | 3.39
after global routing | 0.288 | 26.0 | 0.458 | 3.00
Power and IR drop assume default switching activity.
