==> flow/design.v <==
module display(clock,cont,dis,s7,s4);
	input clock;
	input [2:0] dis;
	input [1:0] cont;
	output reg [3:0] s4;
	output reg [6:0] s7;
	always @ (*)begin 
		case (cont)
			2'b00 : if (dis == 3'b001) s7 = 7'b0011000;  
				else if (dis == 3'b010) s7 = 7'b0000001;  
				else if (dis == 3'b100) s7 = 7'b0110000;  
				else if (dis == 3'b011) s7 = 7'b0100100;  
				else s7 = 7'b1111111;  
			2'b01 : if (dis == 3'b001) s7 = 7'b0001000;  
				else if (dis == 3'b010) s7 = 7'b0110001;  
				else if (dis == 3'b100) s7 = 7'b1111010;  
				else if (dis == 3'b011) s7 = 7'b1111001;  
				else s7 = 7'b1111111;  
			2'b10 : if (dis == 3'b001) s7 = 7'b1111010;  
				else if (dis == 3'b010) s7 = 7'b1000001;  
				else if (dis == 3'b100) s7 = 7'b1111010;  
				else if (dis == 3'b011) s7 = 7'b0000100;  
				else s7 = 7'b1111111;  
			2'b11 : if (dis == 3'b001) s7 = 7'b0110000;  
				else if (dis == 3'b010) s7 = 7'b0011000;  
				else if (dis == 3'b100) s7 = 7'b0000001;  
				else if (dis == 3'b011) s7 = 7'b0001000;  
				else s7 = 7'b1111111;  
		endcase
	end 
	always @ (*)begin 
		case (cont)
			2'b00 :	s4 = 4'b0111;
			2'b01 :  s4 = 4'b1011;
			2'b10 :  s4 = 4'b1101;
			2'b11 :  s4 = 4'b1110;
		endcase 
	end
endmodule 
==> flow/run.sh <==
#!/bin/bash
# OpenROAD 26Q1-2900-gdf79404cd8, Yosys 0.63+post, stock flow scripts
make -C /OpenROAD-flow-scripts/flow DESIGN_CONFIG=/design/flow/config.mk WORK_HOME=/design/flow/orfs finish
==> flow/config.mk <==
export PLATFORM = sky130hd
export DESIGN_NAME = display
export DESIGN_NICKNAME = display
export VERILOG_FILES = /design/flow/design.v
export SDC_FILE = /design/flow/constraint.sdc
export NUM_CORES = 4
export LEC_CHECK = 1
export CORE_AREA = 10 10 70 70
export DIE_AREA = 0 0 80 80
==> flow/constraint.sdc <==
current_design display

set clk_period 2.0
set clk_io_pct 0.2

create_clock -name clk0 -period $clk_period

set non_clock_inputs [all_inputs -no_clocks]
set_input_delay [expr $clk_period * $clk_io_pct] -clock clk0 $non_clock_inputs
set_output_delay [expr $clk_period * $clk_io_pct] -clock clk0 [all_outputs]
==> out/results.ini <==
[min_path]
min_path_cells = 4
min_to = s7[4]
min_from = dis[0]
hold_path_class = input port to output port

[pwr]
swShare_pct = 38.4
pwr-share-seq_pct = 0
ir_worst_vdd_mv = 0.0324
internal-power_uw = 70.3
cellLeakagePower_uw = 0.000247
pwr-share-clk_pct = 0
switchingPower_uw = 43.8
cellPowerDensity_mw_per_mm2 = 199
combPwrFrac_pct = 100.0

[route]
antenna_cells = 0
vias = 401
post_drt_wl_per_cell_um = 9.77
ant_nets = 0
drtIter0Drc = 63
viasPerCell = 3.61
firstDrtPassIters = 4
route.detailed.drc = 0
drt_wl_total_um = 1080

[floorplanning]
die_width_um = 80
num_io_pins = 17
fp-row-count = 21
initial_core_util_pct = 7.73
dieArea_sq_mm = 0.00640
die_h_um = 80
coreArea_sq_mm = 0.00342

[layout]
flops = 0
flop_area_sq_um = 0
clkbuf_count = 0
area_growth_pct = 118
layout-drive-gt1-share_pct = 44.6
finalCoreUtilization_pct = 16.8
fin_area_sq_um = 574

[synthesis]
syn-instance-count = 39
synth.distinct_cells = 29
ys_cells = 39
synth_area_sq_um = 264
synth.most_common_cell = nand2_1
largest_area_cell = o2bb2a_4
syn_avg_cell_area_sq_um = 6.77
top_cell_area_share_pct = 7.58
yosysChipArea_sq_um = 264
ys_seq_share_pct = 0
yosysWarnings = 1
topCellsByArea = o2bb2a_4, nand2_1, a31oi_1, nand4_1, nor2b_1

[setup_path]
crit_type = input port to output port
cp_data_arrival_time_ns = 1.59
required_ns = 1.60
end_kind = output port
start_kind = input port
crit_path_max_fanout = 4

[final_timing]
setup_viol = 0
fmax_mhz = 503
worst_pin_slew_ns = 0.215
whs_ns = 1.23
hold_viol_final = 0
maxSlewViolCount = 0
fin_crit_ns = 1.99
slew_headroom_pct = 85.6
worst_slack_ns = 0.0111
fin_crit_sh_pct = 99.4
rsz0062_at_grt = yes

[status]
status = completed

[placed_design]
hpwl_um = 891
pre_cts_slack_ns = -0.430
gp_congestion = 0.898
numPortBuffers = 16
post_dp_cell_area_sq_um = 558

[global_routing]
grt_first_pass_wirelength_um = 1640
antenna_found_initial = 0
grt_max_degree = 8
grt_use_total_pct = 2.91
grt_pass1_vias = 324
grt_overflow_total = 0

[flow_run]
max-cap-violations = 0
warnings = 34

[clocking]
cts_setup_buffers = 0

==> routing by layer <==
layer	global-route usage (%)	wire (um)	up-vias	share of wire [%]
li1	-	-	197	-
met1	4.55	495	191	46
met2	3.85	459	13	42
met3	0.795	129	0	12
met4	0.352	0	0	0
met5	0	0	-	0
==> through the flow <==
step                      power, uW  cells  setup TNS, ns
after detailed placement        114    111          -3.41
after global routing            124    111       -0.00702
after global placement          113    111          -3.25
after CTS                       113    111              0
final                           114    111              0
after floorplan                42.8     39              0
==> worst max-delay path, stage by stage <==
cell             delay [ns]
buf_4                  0.13
nor2b_2                0.15
mux2_2                 0.27
o2bb2a_4               0.18
clkdlybuf4s50_1        0.45
==> worst max-delay path by stage <==
stage	from	endpoint	slack, ns	cells past startpoint
final	dis[0]	s7[5]	0.01	5
after CTS	dis[0]	s7[5]	0.004	5
after global routing	dis[0]	s7[5]	-0.007	5
==> layout by cell type (no fill, tap or decap), drive strengths merged, types with 2 or more instances in the layout <==
| cell type | count |
|---|---|
| a31oi | 2 |
| buf | 16 |
| clkdlybuf4s50 | 8 |
| dlymetal6s2s | 2 |
| inv | 3 |
| nand2 | 4 |
| nand2b | 2 |
| nand4 | 2 |
| nor2b | 2 |
| o21ai | 4 |
==> what timing repair did <==
item,4_1_cts,5_1_grt
hold buffers,0,0
resized,26,6
pin swaps,2,0
endpoints found under the setup margin,11,5
==> cell type report <==
class	instances	area, sq um
multi-input cells	33	258
well taps	46	57.6
fillers	380	2840
repair buffers	29	248
inverters	3	11.3
==> power groups by stage <==
stage / sequential [uW] / combinational, uW / clock [uW]
4_1_cts: 0 / 113 / 0
6_report: 0 / 114 / 0
5_1_grt: 0 / 124 / 0
==> cells by family after synthesis <==
family / share of synthesized area (%)
multiplexers: 4.27
buffers and inverters: 12.3
AND/OR/NAND/NOR: 38.4
AND-OR/OR-AND: 45.0
Power is estimated from default activity; no workload was simulated.
