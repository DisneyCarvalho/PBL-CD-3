===== /design/flow/config.mk =====
export PLATFORM = sky130hd
export DESIGN_NAME = principal
export DESIGN_NICKNAME = principal
export VERILOG_FILES = /design/flow/design.v
export SDC_FILE = /design/flow/constraint.sdc
export NUM_CORES = 4
export LEC_CHECK = 1
export CORE_AREA = 10 10 78 78
export DIE_AREA = 0 0 88 88

===== /design/flow/constraint.sdc =====
current_design principal

set clk_period 1.9
set clk_io_pct 0.2

create_clock -name clk0 -period $clk_period [get_ports {clk}]

set non_clock_inputs [all_inputs -no_clocks]
set_input_delay [expr $clk_period * $clk_io_pct] -clock clk0 $non_clock_inputs
set_output_delay [expr $clk_period * $clk_io_pct] -clock clk0 [all_outputs]

===== /design/flow/run.sh =====
#!/bin/bash
# OpenROAD 26Q1-2900-gdf79404cd8, Yosys 0.63+post, stock flow scripts
make -C /OpenROAD-flow-scripts/flow DESIGN_CONFIG=/design/flow/config.mk WORK_HOME=/design/flow/orfs finish

===== /design/flow/design.v =====
module principal (temp,echeio,sa,se,acss,clk,saida);
	input echeio,sa,se,clk,temp;
	input [2:0] acss;
	output reg [6:0] saida;
	reg [2:0] state;
parameter S0 = 3'b000;
parameter S1 = 3'b001;
parameter S2 = 3'b010;
parameter S3 = 3'b011;  
parameter S4 = 3'b100;
parameter S5 = 3'b101;
parameter S6 = 3'b110; 
	initial begin
	state <= S0;
	end
	always @ (posedge clk) begin
		case (state)
			S0 : if (!echeio & !sa & !se) state <= S0;
				else if (!echeio & sa & !se) state <= S1;
				else if (echeio) state <= S6;
			S1 : if (acss) state <= S2;
				else if (!sa) state <= S0;
			S2 : if (!echeio & sa & !se & acss[2] & !acss[1] & !acss[0]) state <= S3;
				else if (!echeio & !acss[2] & !acss[1] & acss[0]) state <= S5;
				else if (!echeio & !acss[2] & acss[1] & !acss[0]) state <= S0;
			S3 : if (!echeio & sa & !se) state <= S3;
				else if (!echeio & sa & se) state <= S4;
				else if (!echeio & !sa & !se) state <=S0;
				else if (echeio) state <= S6;
			S4 : if (!echeio & sa & se) state <= S4;
				else if (!echeio & !se) state <= S0;
				else if (echeio) state <= S6;
			S5 : if (temp) state <= S5;
			else if (!echeio) state <= S0;
			S6 : if (echeio) state <= S6;
				else if (!echeio) state <= S0;
		endcase
	end
	always @ (state) begin 
		case (state) 
			S0:	saida =	7'b0000000;
			S1:	saida =  7'b1000000;
			S2:	saida =	7'b0000000;
			S3:	saida =	7'b0101011;
			S4:	saida =	7'b0011001;
			S5:	saida =	7'b0010100;
			S6:	saida =	7'b0000010;
		endcase
	end
endmodule 

==> impl_metrics.env <==
# yosys + openroad results
export IMPL_final_max_slew_viol_count=0
export IMPL_fp_util_pct=12.6
export IMPL_globalRouteOverflowTotal=0
export IMPL_die_w_um=88
export IMPL_fin_skew_ns=0.000105
export IMPL_untimed_endpoints=13
export IMPL_vias=528
export IMPL_grt_pass1_wl_um=2300
export IMPL_use_met2_pct=6.42
export IMPL_final_util_pct=19.3
export IMPL_power_frac_comb_pct=47.9
export IMPL_min_period_over_period_pct=92.3
export IMPL_arrival_ns=1.64
export IMPL_top_area_cell="edfxtp_1"
export IMPL_unclocked_regs=6
export IMPL_clkTransAtPathRegs_ns=0.03
export IMPL_antenna_found_initial=0
export IMPL_max_freq_mhz=570
export IMPL_endpoint_kind="flip-flop"
export IMPL_drc_errors=0
export IMPL_async_flop_share_pct=0
export IMPL_cts_hold_buf=0
export IMPL_xor_area_share_pct=3.16
export IMPL_wl_per_cell_um=10.4
export IMPL_netlist_logic_family_top="simple AND/OR/NAND/NOR gates"
export IMPL_place_area_sq_um=807
export IMPL_p_int_uw=523
export IMPL_status="complete, no violations"
export IMPL_power_density_nw_per_um2=1010
export IMPL_synth_top_area_share_pct=16.3
export IMPL_worst_hold_slack_ns=0.963
export IMPL_grtUsageMet3_pct=1.68
export IMPL_htree_levels=1
export IMPL_yosysUniqueCellTypes=28
export IMPL_rows=24
export IMPL_crit_type="in2reg"
export IMPL_p_leak_nw=0.324
export IMPL_edf_count=3
export IMPL_cts_tree="yes"
export IMPL_fp_dieH_um=88
export IMPL_area_growth_pct=53.7
export IMPL_drv_cap=0
export IMPL_clk_latency_ns=0.21
export IMPL_warnings=25
export IMPL_dr_pass1_iters=4
export IMPL_ir_worst_vdd_uv=222
export IMPL_slew_headroom_pct=72.4
export IMPL_synth_seq_cells=9
export IMPL_chip_area_sq_um=7740
export IMPL_min_delay_path_class="reg2reg"
export IMPL_finalHoldViolCount=0
export IMPL_grt_max_degree=15
export IMPL_clkPwrFrac_pct=21.5
export IMPL_critPathRequiredTime_ns=1.79
export IMPL_io_pins=15
export IMPL_core_area_sq_um=4410
export IMPL_fin_crit_ns=1.75
export IMPL_power_net_switching_uw=337
export IMPL_dominantRegCellSynth="dlxtn_1"
export IMPL_diodes=0
export IMPL_ctsResizeCount=0
export IMPL_grt_busiest_layer="met2"
export IMPL_synthesis_area_sq_um=554
export IMPL_grt_pass1_vias=536
export IMPL_simple_gate_area_share_pct=33.2
export IMPL_final_layout_size_suffix_gt1_share_pct=20.5
export IMPL_most_common_cell="dlxtn_1"
export IMPL_viasPerCell=3.77
export IMPL_cp_max_fo=4
export IMPL_power_total_uw=860
export IMPL_grtUsageTotal_pct=3.59
export IMPL_startpoint_type="primary input"
export IMPL_worstMarginPinSlew_ns=0.413
export IMPL_synth_area_per_cell_sq_um=8.66
export IMPL_ant_nets=0
export IMPL_wl_um=1450
export IMPL_fillers=482
export IMPL_yosysChipArea_sq_um=554
export IMPL_synthMuxAreaShare_pct=0
export IMPL_grt_use_met1_pct=3.76
export IMPL_ys_top_cells_by_count="dlxtn_1, a31oi_1, nor2_1"
export IMPL_gp_congestion=0.823
export IMPL_post_route_cell_area_sq_um=852
export IMPL_cts_root_buf="clkbuf_8"
export IMPL_synth_cells=64
export IMPL_switching_share_pct=39.1
export IMPL_clk_path_buf_depth=2
export IMPL_cts_setup_buffers=0
export IMPL_ys_sh_aoi_pct=23.5
export IMPL_rsz0062_at_grt="false"
export IMPL_seqPwrFrac_pct=30.6
export IMPL_place_port_buffers=14
export IMPL_drtIter0Drc=32
export IMPL_area_leaders="edfxtp_1, dlxtn_1, a31oi_1, buf_4, nor2b_1"
export IMPL_cts_inserted_buffers=3
export IMPL_ys_cells=64
export IMPL_yosys_warnings=1
export IMPL_dp_hpwl_um=1160
export IMPL_yosys_area_share_adder_pct=0
export IMPL_setup_viol=0
export IMPL_finalSetupTns_ns=0
[metal layers]
| metal | wire length (um) | part of all wire, % | up-vias |
|---|---|---|---|
| met2 | 722 | 50 | 8 |
| li1 | - | - | 285 |
| met1 | 595 | 41 | 235 |
| met4 | 0 | 0 | 0 |
| met3 | 133 | 9.2 | 0 |
| met5 | 0 | 0 | - |
[area by class of cell]
cell class                      instances  area, sq um  share of cell area, %
Clock buffer                            4         45.0                   5.29
Inverter                                2         7.51                  0.881
Multi-Input combinational cell         48          332                   38.9
Sequential cell                         9          180                   21.1
Tap cell                               52         65.1                   7.64
Timing Repair Buffer                   25          223                   26.1
[state kept, by name (all words and copies together) (netlist names)]
register	flops
state	3
saida	6
[final timing paths]
path	from	to	slack (ns)	depth (start not counted)
max reg2reg	state[0]$_DFFE_PP_	state[2]$_DFFE_PP_	0.25	4
max	acss[0]	state[0]$_DFFE_PP_	0.15	5
min	state[2]$_DFFE_PP_	state[1]$_DFFE_PP_	0.96	3
min reg2reg	state[2]$_DFFE_PP_	state[1]$_DFFE_PP_	0.96	3
[power groups by stage]
| stage | logic [mW] | registers (mW) | clock network [mW] |
|---|---|---|---|
| final | 0.412 | 0.263 | 0.185 |
| after global routing | 0.470 | 0.274 | 0.201 |
| after CTS | 0.410 | 0.262 | 0.190 |
[cell families after synthesis]
group / after synthesis
and+or+nand+nor: 26
AOI/OAI and AO/OA: 20
buffers and inverters: 7
latches: 6
DFF: 3
xor gates and xnor gates: 2
[worst max-delay path, cell delays in order]
cell and delay, ns:
clkdlybuf4s50_1 0.47, nand2b_1 0.22, nor4_4 0.23, nor2_1 0.09, a21oi_1 0.26
[stage by stage]
stage,setup slack [ns],std cells
after floorplan,0.464,64
after global placement,-0.0840,136
after detailed placement,-0.0699,136
after CTS,0.157,140
after global routing,0.0367,140
final,0.146,140
[placed cells by master, fill, tap and decap left out]
| cell | netlist | layout |
|---|---|---|
| nor4b_4 | 1 | 1 |
| o31ai_1 | 1 | 1 |
| a221oi_1 | 1 | 1 |
| a21o_1 | 2 | 2 |
| inv_1 | 2 | 2 |
| a21oi_1 | 3 | 3 |
| nor4_4 | 1 | 1 |
| nor3b_1 | 1 | 1 |
| clkbuf_8 | 0 | 3 |
| and2_1 | 2 | 2 |
| clkdlybuf4s50_1 | 0 | 14 |
| edfxtp_1 | 3 | 3 |
| o21ai_1 | 2 | 2 |
| clkbuf_1 | 0 | 1 |
| nor3_1 | 2 | 2 |
| o21a_1 | 1 | 1 |
| a221oi_2 | 1 | 1 |
| nor4b_1 | 1 | 1 |
| nor3b_2 | 1 | 1 |
| or4_1 | 1 | 1 |
| and3_1 | 1 | 1 |
| xnor2_1 | 2 | 2 |
| a31oi_1 | 5 | 5 |
| dlxtn_1 | 6 | 6 |
| nand2b_1 | 3 | 3 |
| buf_4 | 4 | 11 |
| o21ai_0 | 4 | 4 |
| nand2_1 | 3 | 3 |
| nor2_1 | 5 | 5 |
| nor2b_1 | 4 | 4 |
